--- flow/design.v ---
`timescale 1ns / 1ps
module seven_segment_decoder(
    input [3:0] number,
    output [7:0] cathodes
    );
    reg [7:0] cathode_reg;
    always_comb begin
      case (number)
        4'd0: begin
          cathode_reg = 8'b11000000;
        end
        4'd1: begin
          cathode_reg = 8'b11111001;
        end
        4'd2: begin
          cathode_reg = 8'b10100100;
        end
        4'd3: begin
          cathode_reg = 8'b10110000;
        end
        4'd4: begin
          cathode_reg = 8'b10011001;
        end
        4'd5: begin
          cathode_reg = 8'b10010010;
        end
        4'd6: begin
          cathode_reg = 8'b10000010;
        end
        4'd7: begin
          cathode_reg = 8'b11111000;
        end
        4'd8: begin
          cathode_reg = 8'b10000000;
        end
        4'd9: begin
          cathode_reg = 8'b10010000;
        end
        4'd10: begin
          cathode_reg = 8'b10001000;
        end
        4'd11: begin
          cathode_reg = 8'b10000011;
        end
        4'd12: begin
          cathode_reg = 8'b11000110;
        end
        4'd13: begin
          cathode_reg = 8'b10100001;
        end
        4'd14: begin
          cathode_reg = 8'b10000110;
        end
        4'd15: begin
          cathode_reg = 8'b10001110;
        end
        default: begin
          cathode_reg = 8'hff;
        end
      endcase 
    end
    assign cathodes = cathode_reg;
endmodule
--- flow/run.sh ---
#!/bin/bash
# OpenROAD 26Q1-2900-gdf79404cd8, Yosys 0.63+post, stock flow scripts
make -C /OpenROAD-flow-scripts/flow DESIGN_CONFIG=/design/flow/config.mk WORK_HOME=/design/flow/orfs finish
--- flow/config.mk ---
export PLATFORM = sky130hd
export DESIGN_NAME = seven_segment_decoder
export DESIGN_NICKNAME = seven_segment_decoder
export VERILOG_FILES = /design/flow/design.v
export SDC_FILE = /design/flow/constraint.sdc
export NUM_CORES = 4
export LEC_CHECK = 1
export CORE_AREA = 10 10 70 70
export DIE_AREA = 0 0 80 80
--- flow/constraint.sdc ---
current_design seven_segment_decoder

set clk_period 1.2
set clk_io_pct 0.2

create_clock -name clk0 -period $clk_period

set non_clock_inputs [all_inputs -no_clocks]
set_input_delay [expr $clk_period * $clk_io_pct] -clock clk0 $non_clock_inputs
set_output_delay [expr $clk_period * $clk_io_pct] -clock clk0 [all_outputs]
==> impl_report.txt <==
FLOW METRICS REPORT
----------------------------------------------------
[Worst setup path]
  Critical path class ........................ in2out
  Critical path required time ........................ 0.96 ns
  Maximum net fanout on the critical path ........................ 5
  Timing startpoint of the critical path ........................ number[1]
  Endpoint kind of the worst setup timing path ........................ primary output
  Signal arrival time at the worst endpoint ........................ 1.27 ns
  Worst setup endpoint ........................ cathodes[0]
  Launching element type of the critical path ........................ input port

[Timing]
  Final critical-path share of the clock period ........................ 126%
  Number of max-slew violations in the final report ........................ 0
  Shortest clock period the worst path allows after layout ........................ 1.51 ns
  Number of failing setup endpoints in the final timing report ........................ 7
  Final Hold Violating Endpoints ........................ 0
  Worst Setup Slack, final ........................ -0.315 ns
  Hold slack final ........................ 0.858 ns
  Max Freq ........................ 0.660 GHz
  Unrepaired setup endpoints after global routing ........................ yes

[Placed design]
  Detailed placer's ending HPWL ........................ 687 um
  Setup WS pre-CTS ........................ -1.25 ns
  GPL Wtd Cong ........................ 0.810
  Port buffer count ........................ 11
  Placed Instances ........................ 94

[Outcome]
  Failing checks ........................ negative setup slack
  Outcome ........................ finished with violations

[Drt]
  Detail-routed via count per cell ........................ 2.94
  DR DRC count ........................ 0
  Drt wl/cell ........................ 8.17 um
  Post-route antenna net violation count ........................ 0
  First drt pass iteration count ........................ 2
  Count of routing violations after the opening detailed-route iteration ........................ 5
  Antenna Cells ........................ 0
  Total number of vias ........................ 300
  Total detailed-routing wirelength ........................ 833 um

[Floorplanning]
  Fp util ........................ 8.39%
  Height of the die ........................ 80 um
  Die Span X ........................ 80 um
  Ports ........................ 12
  Placeable core area ........................ 0.00342 sq mm
  Number of rows in the core area ........................ 21
  Chip area ........................ 0.00640 sq mm

[Synth]
  Warnings from Yosys ........................ 1
  Top cells by count ........................ ha_1, nor2_1, mux2i_1
  Area share, top type ........................ 30.6%
  Cell types occupying the most area after synthesis ........................ ha_1, mux2i_1, mux4_1
  Gate Count Post-Synth ........................ 34
  Mapped cell area ........................ 287 sq um
  Post-synthesis cell type with the largest instance count ........................ ha_1
  Area fraction in xor and xnor cells ........................ 0%
  Post-Synthesis Mean Instance Area ........................ 8.43 sq um
  Post-synthesis chip area from yosys ........................ 287 sq um
  Unique cell type count in the Yosys netlist ........................ 17
  Top non-seq family ........................ adder cells
  Adder Share, Synth ........................ 30.6%
  Sequential area share after synthesis ........................ 0%
  Area share of and/or/nand/nor cells after synthesis ........................ 14.0%
  Cell count listed in synth_stat.txt ........................ 34
  AND-OR/OR-AND share of the synthesized area ........................ 14.8%
  Top cell type by total area after synthesis ........................ ha_1
  Proportion of synthesized area in mux cells ........................ 27.1%

[Pwr]
  Areal power density over the cells ........................ 297 mW/mm^2
  Leakage ........................ 0.000278 uW
  Power, Total ........................ 184 uW
  Highest ir drop seen on vdd ........................ 0.106 mV

[Layout]
  Share of post-route cells with drive strength above 1 ........................ 64.3%
  Sequential cell area ........................ 0 sq um
  Final design utilization ........................ 18.1%
  Flops ........................ 0
  Clk_buf instances ........................ 0
  Layout overhead on the synthesized area ........................ 116%
  Final non-filler cell total ........................ 102

[Global route]
  Global-route total usage across every layer ........................ 2.73%
  Via count of the first global-routing pass ........................ 321
  First-pass GRT wire length ........................ 1480 um
  Number of antenna violations at the first check in global routing ........................ 0
  Global route total overflow ........................ 0
  Largest net degree at the start of global routing ........................ 9

[Clock network]
  CTS hold repair buffers ........................ 0

[Job]
  Number of max-cap violations ........................ 0
  Number of OpenROAD warnings ........................ 41

[Min path]
  Worst min-delay path category ........................ in2out

----------------------------------------------------
[worst max-delay path, stage by stage]
cell	delay (ns)
buf_12	0.11
inv_12	0.05
ha_4	0.11
and2b_2	0.21
or3b_1	0.34
o21ai_1	0.09
buf_2	0.11
[cell type report]
class / instances / area (sq um)
Inverter: 3 / 31.3
Tap cell: 46 / 57.6
Timing Repair Buffer: 25 / 216
Fill cell: 378 / 2800
Multi-Input combinational cell: 28 / 313
[worst min path at each step]
| stage | slack (ns) | startpoint | depth (start not counted) | endpoint |
|---|---|---|---|---|
| after CTS | 0.87 | number[1] | 4 | cathodes[6] |
| after global routing | 0.91 | number[1] | 4 | cathodes[6] |
| final | 0.86 | number[1] | 4 | cathodes[6] |
[power breakdown]
part,leakage [uW],internal [uW],switching (uW),total (uW)
logic,0.000278,111,72.8,184
registers,0,0,0,0
clock network,0,0,0,0
total,0.000278,111,72.8,184
[stage by stage]
step / setup TNS, ns / area [sq um]
2_1_floorplan: -0.0168 / 329
5_1_grt: -1.60 / 618
6_report: -1.25 / 618
4_1_cts: -1.32 / 618
3_5_place_dp: -7.78 / 518
3_3_place_gp: -7.65 / 518
[kinds of logic (layout without fill, tap and decap cells)]
| family | Yosys count | after routing |
|---|---|---|
| compound gates | 6 | 6 |
| fa+ha+maj | 7 | 7 |
| buf+inv | 6 | 28 |
| mux | 6 | 6 |
| other cells | 1 | 1 |
| simple gates | 8 | 8 |
[cells in the final DEF, fill, tap and decap left out, drive strengths merged, types with 2 or more instances in the layout]
cell | Yosys | final
a22o | 2 | 2
buf | 3 | 24
ha | 7 | 7
inv | 3 | 3
mux2i | 4 | 4
nor2 | 5 | 5
o21ai | 2 | 2
[per-layer routing]
layer	wire (um)	vias to the layer above	track usage, %
li1	-	162	-
met1	320	135	2.91
met2	511	3	5.94
met3	2	0	0
met4	0	0	0
met5	0	-	0
[timing repair]
| action | CTS | global route |
|---|---|---|
| pin swaps | 9 | 4 |
| endpoints found under the setup margin | 7 | 7 |
| setup buffers | 8 | 0 |
| gates resized | 60 | 0 |
Power and IR drop assume default switching activity.
