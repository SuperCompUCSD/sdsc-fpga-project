==> ./design.v <==
module circular_fifo #(parameter DATA_WIDTH = 4, parameter FIFO_DEPTH = 16) (
    input clk, rst, 
    input read, write, 
    input [DATA_WIDTH-1:0] write_in,
    output full, empty, 
    output [DATA_WIDTH-1:0] read_out
); 
reg [DATA_WIDTH-1:0] fifo [FIFO_DEPTH]; 
reg [$clog2(FIFO_DEPTH)-1:0] read_idx, write_idx;  
assign read_out = fifo[read_idx]; 
assign full = read_idx == write_idx + 1; 
assign empty = read_idx == write_idx; 
always @(posedge clk) begin
    if (rst) begin
        read_idx <= 0; 
        write_idx <= 0; 
    end else begin
        if (write) begin
            fifo[write_idx] <= write_in; 
            write_idx <= write_idx + 1; 
        end
        if (read) begin
            read_idx <= read_idx + 1; 
        end
    end
end
endmodule 
==> ./run.sh <==
#!/bin/bash
# OpenROAD 26Q1-2900-gdf79404cd8, Yosys 0.63+post, stock flow scripts
make -C /OpenROAD-flow-scripts/flow DESIGN_CONFIG=/design/flow/config.mk WORK_HOME=/design/flow/orfs finish
==> ./config.mk <==
export PLATFORM = sky130hd
export DESIGN_NAME = circular_fifo
export DESIGN_NICKNAME = circular_fifo
export VERILOG_FILES = /design/flow/design.v
export SDC_FILE = /design/flow/constraint.sdc
export NUM_CORES = 4
export LEC_CHECK = 1
export CORE_UTILIZATION = 30
==> ./constraint.sdc <==
current_design circular_fifo

set clk_period 2.7
set clk_io_pct 0.2

create_clock -name clk0 -period $clk_period [get_ports {clk}]

set non_clock_inputs [all_inputs -no_clocks]
set_input_delay [expr $clk_period * $clk_io_pct] -clock clk0 $non_clock_inputs
set_output_delay [expr $clk_period * $clk_io_pct] -clock clk0 [all_outputs]
==> flow.log <==
[flow] summary of implementation run
[metrics] Critical Path AT: 2.09 ns
[metrics] flops out of synthesis: 76
[metrics] maximum number of buffers from clock root to sink: 2
[metrics] yosys warning tally: 1
[metrics] Post-synth seq share: 0.681
[metrics] violation count after the first detailed-routing iteration: ~80
[metrics] pin count of the biggest net entering global routing: 17
[metrics] WP data required: 2.16 ns
[metrics] final count of hold timing violations: 0
[metrics] power density over cell area: between 600 and 700 mW/mm²
[metrics] ant diodes: 0
[metrics] final critical-path share of the clock period: 0.972
[metrics] DRT Pass-1 Iters: 4
[metrics] Static Leak: 1.25 nW
[metrics] vias post-DR: 1590
[metrics] core utilization before placement: 0.309
[metrics] CTS tree: done
[metrics] leading post-synthesis cells by cell area: edfxtp_1 61%, mux4_1 12%, dfxtp_1 7.6%
[metrics] count of input and output buffers: 13
[metrics] most numerous logic cells after layout: 64 x edfxtp_1, 16 x and2_1, 13 x mux4_2, 11 x nor2_1
[metrics] area of the core region: 0.0103 mm²
[metrics] first-pass GRT wire length: 8870 µm
[metrics] tightest slew margin relative to the limit: 0.600
[metrics] Root Driver: clkbuf_8
[metrics] maximum net fanout on the critical path: 6
[metrics] status: finished, final reports clean
[metrics] via/cell ratio: ~4.6
[metrics] CP max-delay cell: mux4_2
[metrics] TritonCTS Buffers: 9
[metrics] initial antenna violation count: 0
[metrics] CTS Hold Buffers Added: 0
[metrics] cell count after synthesis: 180
[metrics] area overhead of the layout relative to synthesis: 17.4%
[metrics] Startpoint Class: flop
[metrics] number of library cell types mapped by synthesis: 28
[metrics] cell count in the Yosys report: 180
[metrics] post-route setup TNS: 0 ns
[metrics] Max stage delay on crit path: 0.51 ns
[metrics] RePlAce Congestion: 0.768
[metrics] number of failing setup endpoints in the final timing report: 0
[metrics] WHS: 0.598 ns
[metrics] I/O pins: 14
[metrics] FP Rows: 37
[metrics] count of tool warnings: 30
[metrics] number of H-tree levels: 3
[metrics] max-cap viol count: 0
[metrics] synthesis area per yosys: 0.00317 mm²
[metrics] setup repair after global routing missed its margin: true
[metrics] maximum clock frequency: between 0.3 and 0.4 GHz
[metrics] global router's overall resource usage: 0.113
[metrics] worst path cell trace: buf_12 > mux4_2 > a22oi_2 > nand3_1 > clkdlybuf4s50_1
[metrics] leading area contributor after synthesis: edfxtp_1
[metrics] share of cells above drive strength 1: 0.226
[metrics] dpl hpwl: 3740 µm
[metrics] height of the die: roughly 100 µm
[metrics] maximum ir drop on the vdd rail: 264 µV
[metrics] area share of the largest cell type after synthesis: 0.606
[metrics] Worst Setup Path Type: reg2out
[metrics] slew at the pin with the worst max-slew slack: about 0.59 ns
[metrics] Synth Area per Inst: 17.6 µm²
[metrics] clock latency on the worst-skew pair: 0.33 ns
[metrics] placed standard-cell area: ~0.0035 mm²
[metrics] Congestion Overflow GR: 0
[metrics] post-detailed-route wirelength per cell: 16.1 µm
[metrics] via count of the first global-routing pass: 1701
[metrics] type of the tightest min-delay check: reg2reg
[metrics] post-synthesis instance area: 0.00317 mm²
[metrics] core utilization of the finished layout: 0.362
[metrics] final critical-path required period: between 2 and 3 ns
[metrics] Crit. End Element: primary output
[metrics] DRT antenna net count: 0
[metrics] worst clock skew: 0.00727 ns
[metrics] overall routed net length: 5600 µm
[metrics] count of pins over their slew limit: 0
[metrics] Chip Width: 105 µm
[metrics] sinks on the clock net: 76
[metrics] chip area: 0.0110 mm²
[metrics] total non-filler cell area in the finished layout: 0.00372 mm²
[metrics] drc violations: 0
[metrics] final total power: about 2.2 mW
[metrics] clock slew seen by the registers of the worst setup and hold paths: 0.07 ns
[metrics] most common cell after layout, fill and taps aside: edfxtp_1
==> state kept, by name, indices dropped and copies added, names as in the netlist, named ones only <==
name	flops
fifo	64
read_idx	4
write_idx	4
==> critical path, delay by kind of cell (launching register included) <==
kind	cells	cell delay, ns
buffers and inverters	2	0.55
multiplexers	1	0.51
flip-flops	1	0.39
AND-OR/OR-AND	1	0.20
AND/OR/NAND/NOR	1	0.10
==> layer usage <==
layer / vias to the layer above / wire, µm / share of wire / global-route usage
met3: 5 / 357 / 0.064 / 0.0464
met4: 0 / 42 / 0.0075 / 0.0111
li1: 751 / - / - / -
met2: 47 / 2580 / 0.46 / 0.169
met1: 787 / 2620 / 0.47 / 0.173
met5: - / 0 / 0 / 0
==> final timing paths <==
kind,slack [ns],depth (start not counted),start,endpoint
setup / recovery,0.07,5,flop,read_out[0]
hold reg to reg,0.60,2,read_idx[3],flop
setup reg to reg,0.97,2,write_idx[3],fifo[10][0]
hold / removal,0.60,2,read_idx[3],flop
==> synthesized netlist by cell type <==
master     instances
and3b_1            1
nor4bb_1           2
and2_1            16
nand3_1            9
inv_1              2
xnor2_1            5
nor3_1             1
buf_6              1
a2111oi_2          1
nor2_1            11
mux4_1            14
buf_12             1
nand2_1            7
nor4_1             1
ha_1               5
mux4_2             2
and4b_1            1
nand4_1            2
edfxtp_1          64
buf_1              1
clkbuf_1           2
nor2b_1            2
buf_2              2
mux2i_1            2
nor4b_1            1
a22oi_1            4
dfxtp_1           12
xor2_1             8
==> through the flow <==
stage	instances	worst slack (ns)
after global routing	348	-0.0223
after detailed placement	329	0.283
after global placement	329	0.284
after CTS	348	-0.00259
final	348	0.0745
after floorplan	180	0.916
==> where the power goes <==
| part | internal (mW) | leakage [nW] | total, mW | switching, mW |
|---|---|---|---|---|
| registers | 1.29 | 0.676 | 1.31 | 0.0212 |
| logic | 0.138 | 0.495 | 0.231 | 0.0926 |
| clock network | 0.327 | 0.0768 | 0.705 | 0.378 |
==> final cells by class <==
class                           count  area, µm²
Fill cell                         979       6550
Inverter                            2       7.51
Multi-Input combinational cell     95        952
Sequential cell                    76       2170
Tap cell                          136        170
Clock buffer                       11        131
Clock inverter                      5       28.8
Timing Repair Buffer               23        264
==> timing repair <==
action	CTS	global route
hold endpoints to repair	0	0
gates cloned	1	0
setup endpoints to repair	5	5
buffers inserted	2	0
resized	14	16
pin swaps	2	5
==> kinds of logic after synthesis <==
family,share of synthesized area
xor+xnor,0.0359
mux,0.136
fa+ha+maj,0.0197
flops,0.681
compound gates,0.0142
buf+inv,0.0189
simple gates,0.0935
Power and IR drop assume default switching activity.
