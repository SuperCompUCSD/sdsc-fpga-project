File: design/flow/run.sh
#!/bin/bash
# OpenROAD 26Q1-2900-gdf79404cd8, Yosys 0.63+post, stock flow scripts
make -C /OpenROAD-flow-scripts/flow DESIGN_CONFIG=/design/flow/config.mk WORK_HOME=/design/flow/orfs finish
File: design/flow/design.v
module clock_divider #(
  parameter integer PERIOD = 10000
)(
  input clk,
  input rst,
  output clk_div
);
logic [$clog2(PERIOD)-1:0] counter;
always_ff @(posedge clk) begin
  if (rst) begin
    counter <= '0;
    clk_div <= clk;
  end else begin
    if (counter == PERIOD/2) begin
      counter <= '0;
      clk_div <= ~clk_div;
    end else begin
      counter <= counter + 1;
    end
  end
end
endmodule
File: design/flow/config.mk
export PLATFORM = sky130hd
export DESIGN_NAME = clock_divider
export DESIGN_NICKNAME = clock_divider
export VERILOG_FILES = /design/flow/design.v
export SDC_FILE = /design/flow/constraint.sdc
export NUM_CORES = 4
export LEC_CHECK = 1
export CORE_AREA = 10 10 85 85
export DIE_AREA = 0 0 95 95
File: design/flow/constraint.sdc
current_design clock_divider

set clk_period 2.0
set clk_io_pct 0.2

create_clock -name clk0 -period $clk_period [get_ports {clk}]

set non_clock_inputs [all_inputs -no_clocks]
set_input_delay [expr $clk_period * $clk_io_pct] -clock clk0 $non_clock_inputs
set_output_delay [expr $clk_period * $clk_io_pct] -clock clk0 [all_outputs]
==> qor.yml <==
placed_cell_area_sq_um: 778
slew_violations: 0
finalWirelength_mm: 1.19
via_per_inst: 3.30
skew_ns: 0.00533
num_rows: 27
rsz0062_at_grt: "false"
r2r_setup_slack_ns: 0.41
grt_pass1_vias: 481
antenna_left: 0
crit_chain: "inv_1 > ha_1 > nor4b_1 > a41o_2"
layout-drive-gt1-share: 0.129
syn-cell-area_sq_um: 679
r2r_end: "clk_div$_DFFE_PP_"
fp_util: 0.124
port_buffers: 2
ys_ff: 15
relSlewSlack: 0.783
powerDensity_nw_per_um2: 880
fin_cells: 157
grtUsageMet2: 0.0378
synth_top_cell_by_area: "dfxtp_1"
path_class: "reg2reg"
cp-start-kind: "flip-flop"
drc: 0
cp_data_required_time_ns: 2.03
crit_slowest_cell: "a41o_2"
crit_fanout: 15
fp.coreArea_sq_um: 5470
min_to: "clk_div$_DFFE_PP_"
hpwl_um: 773
final-hold-violation-count: 0
vias: 518
cts_setup_buffers: 0
ir_worst_vdd_mv: 0.349
cp.arrival_ns: 1.62
avgSynthCellArea_sq_um: 8.82
wl_per_cell_um: 7.55
ys_cells: 77
max_freq_mhz: 629
top_area_frac: 0.413
holdPathStages: 4
worstSetupEndpointType: "flip-flop"
place_inst: 150
setup_tns_ns: 0
ys_warn_count: 3
max-cap-violations: 0
warning_count: 28
tightest_slew_ns: 0.323
path_clk_slew_ns: 0.06
gr-total-overflow: 0
seqPwrFrac: 0.430
pwr-share-comb: 0.045
synth.area.top_cells: "dfxtp_1 (41%), xnor2_1 (13%), nor2_1 (8.8%)"
final_core_util: 0.158
grt_max_degree: 16
grt_pass1_wl_mm: 2.05
power.switching_uw: 156
insertion_delay_ns: 0.35
p_clk_frac: 0.526
fin_crit_ns: 1.59
yosys.stat.seqShare: 0.457
gr-max-usage-layer: "met2"
fin_area_sq_um: 866
reg2reg_from: "counter[0]$_SDFF_PP0_"
synthCells: 77
holdBufCountCts: 0
sw_frac_of_total: 0.205
ys_chip_area_sq_um: 679
detail_route.iter0.violations: 74
holdCritStartpoint: "clk"
area_growth_pct: 27.4
cts_tree: "yes"
p_int_uw: 605
die-area_sq_um: 9030
diodes: 0
setup_viol: 0
die_w_um: 95
antenna_found_initial: 0
routabilityCongestion: 0.804
ctsResizeCount: 0
grt_use_total: 0.0276
met1_usage: 0.0372
synth_cell_types: 18
dr.pass1.iters: 4
boundaryPins: 3
hold_path.class: "clk2reg"
ff2ff_path_depth: 4
p_leak_nw: 0.262
fp.dieH_um: 95
crit_path_max_incr_delay_ns: 0.44
status: "completed"
grtUsageMet3: 0.0160
period_used_share: 0.795
-- power by group through the flow --
stage	registers [mW]	clock network [mW]	logic (mW)
6_report	0.327	0.401	0.0340
5_1_grt	0.330	0.428	0.0382
4_1_cts	0.327	0.413	0.0346
-- placed cells by master (no fill, tap or decap), types with 5 or more instances in the layout --
cell      count
clkbuf_8      6
inv_1         6
nor4_1        5
nand3_1       5
nand2_1       5
nor2_1       16
dfxtp_1      14
xnor2_1      10
-- critical path: cells and delay by family, from the launching register on --
family,cells,cell delay (ns)
AOI/OAI and AO/OA,1,0.44
and+or+nand+nor,1,0.25
buffers and inverters,1,0.07
adders and majority gates,1,0.15
DFF,1,0.36
-- how the worst max path moves through the flow --
stage | from | endpoint | cells after the start
CTS | counter[0]$_SDFF_PP0_ | clk_div$_DFFE_PP_ | 4
global route | counter[0]$_SDFF_PP0_ | clk_div$_DFFE_PP_ | 4
finish | counter[0]$_SDFF_PP0_ | clk_div$_DFFE_PP_ | 4
-- metrics by stage --
step,hold slack [ns],total power [mW],worst slack [ns]
after CTS,0.0775,0.775,0.417
after floorplan,0.191,0.358,0.582
final,0.0676,0.762,0.411
after global routing,0.111,0.796,0.287
after detailed placement,0.191,0.376,0.457
after global placement,0.191,0.376,0.448
-- cell type report --
cell class                      count  area, sq um
Sequential cell                    15          310
Timing Repair Buffer                2         20.0
Fill cell                         619         4610
Clock inverter                      1         5.00
Clock buffer                        6         82.6
Inverter                            6         22.5
Tap cell                           72         90.1
Multi-Input combinational cell     55          335
-- logic make-up after synthesis --
group	count (synthesis)	synth area share
adder cells (fa/ha/maj)	2	0.0368
XOR/XNOR	12	0.155
AND-OR/OR-AND	2	0.0239
AND/OR/NAND/NOR	39	0.278
flip-flops	15	0.457
buffers and inverters	7	0.0497
-- registers in the layout, indices dropped and copies added, names as in the netlist --
signal / count
clk_div: 1
counter: 14
-- cell usage after synthesis --
cell and instances:
ha_1 2, dfxtp_1 14, nand3_1 5, nand2_1 5, nor4_1 5, nor2_1 16
buf_6 1, nor4b_1 1, xor2_1 2, a41o_2 1, nand3_2 1, edfxtp_1 1
o21ai_0 1, nor2_2 2, xnor2_1 10, nor3_1 2, inv_1 6, nand4_1 2
-- metal layers --
layer  wire length [um]  vias up  part of all wire
met5                  0        -                 0
met2                488       14              0.41
met1                605      231              0.51
met3                 91        0             0.077
met4                  0        0                 0
li1                   -      273                 -
No activity file was given, so power comes from the tool's default toggle rates.
